File: ./constraint.sdc
current_design fb_alu

set clk_period 501.0
set clk_io_pct 0.2

create_clock -name clk0 -period $clk_period

set non_clock_inputs [all_inputs -no_clocks]
set_input_delay [expr $clk_period * $clk_io_pct] -clock clk0 $non_clock_inputs
set_output_delay [expr $clk_period * $clk_io_pct] -clock clk0 [all_outputs]
File: ./design.v
module fb_alu (
  input [18:0] alu_control,
  input [32-1:0] op1,
  input [32-1:0] op2,
  output [32-1:0] alu_res,
  output [3:0] csr,                    
  output csr_write
);
wire op_mul;
wire op_mulh;
wire op_mulhsu;
wire op_mulhu;
wire op_div;
wire op_divu;
wire op_rem;
wire op_remu;
wire op_add;
wire op_sub;
wire op_sll;           
wire op_slt;           
wire op_sltu;          
wire op_xor;
wire op_srl;           
wire op_sra;           
wire op_or;
wire op_and;
wire op_branch;        
assign op_mul = alu_control[18];
assign op_mulh = alu_control[17];
assign op_mulhsu = alu_control[16];
assign op_mulhu = alu_control[15];
assign op_div = alu_control[14];
assign op_divu = alu_control[13];
assign op_rem = alu_control[12];
assign op_remu = alu_control[11];
assign op_add = alu_control[10];
assign op_sub = alu_control[9];
assign op_sll = alu_control[8];          
assign op_slt = alu_control[7];          
assign op_sltu = alu_control[6];        
assign op_xor = alu_control[5];
assign op_srl = alu_control[4];          
assign op_sra = alu_control[3];         
assign op_or = alu_control[2];
assign op_and = alu_control[1];
assign op_branch = alu_control[0];
wire [32-1:0] mul_result;
wire [32-1:0] mulh_result;
wire [32-1:0] mulhsu_result;
wire [32-1:0] mulhu_result;
wire [32-1:0] div_result;
wire [32-1:0] divu_result;
wire [32-1:0] rem_result;
wire [32-1:0] remu_result;
wire [32-1:0] add_sub_result;
wire [32-1:0] sll_result;
wire [32-1:0] slt_result;
wire [32-1:0] sltu_result;
wire [32-1:0] xor_result;
wire [32-1:0] srl_result;
wire [32-1:0] sra_result;
wire [32-1:0] or_result;
wire [32-1:0] and_result;
assign {mulh_result, mul_result} = $signed(op1) * $signed(op2);
assign mulhsu_result = 32'b0;              
assign mulhu_result = 32'b0;
assign div_result = $signed(op1) / $signed(op2);
assign divu_result = op1 / op2;
assign rem_result = $signed(op1) % $signed(op2);
assign remu_result = op1 % op2;
assign xor_result = op1 ^ op2;
assign or_result = op1 | op2;
assign and_result = op1 & op2;
wire [32-1:0] adder_a;
wire [32-1:0] adder_b;
wire adder_cin;
wire [32-1:0] adder_result;
wire adder_cout;
wire NF;
wire ZF;
wire CF;
wire VF;
assign adder_a = op1;
assign adder_b = (op_sub || op_slt || op_sltu) ? ~op2 : op2;
assign adder_cin = (op_sub || op_slt || op_sltu) ? 1'b1 : 1'b0;
assign {adder_cout, adder_result} = adder_a + adder_b + adder_cin;
assign NF = (adder_result[31] == 1'b1);
assign ZF = (add_sub_result == 32'b0);
assign CF = adder_cout;
assign VF = ((adder_a[31] == 1'b0 && adder_b[31] == 1'b0 && adder_result[31] == 1'b1) ||
              (adder_a[31] == 1'b1 && adder_b[31] == 1'b1 && adder_result[31] == 1'b0));
assign csr = {NF, ZF, CF, VF};
assign csr_write = op_branch;
assign add_sub_result = adder_result;
assign slt_result[31:1] = 31'b0;
assign slt_result[0] = (NF != VF);
assign sltu_result[31:1] = 31'b0;
assign sltu_result[0] = ~CF;
assign sll_result = op1 << op2[4:0];
assign srl_result = op1 >> op2[4:0];
assign sra_result = ($signed(op1)) >>> op2[4:0];
assign alu_res = ({32{op_mul}} & mul_result)
               | ({32{op_mulh}} & mulh_result)
               | ({32{op_mulhsu}} & mulhsu_result)
               | ({32{op_mulhu}} & mulhu_result)
               | ({32{op_div}} & div_result)
               | ({32{op_divu}} & divu_result)
               | ({32{op_rem}} & rem_result)
               | ({32{op_remu}} & remu_result)
               | ({32{op_add | op_sub}} & add_sub_result)
               | ({32{op_sll}} & sll_result)
               | ({32{op_slt}} & slt_result)
               | ({32{op_sltu}} & sltu_result)
               | ({32{op_xor}} & xor_result)
               | ({32{op_srl}} & srl_result)
               | ({32{op_sra}} & sra_result)
               | ({32{op_or}} & or_result)
               | ({32{op_and}} & and_result);
endmodule
File: ./config.mk
export PLATFORM = sky130hd
export DESIGN_NAME = fb_alu
export DESIGN_NICKNAME = fb_alu
export VERILOG_FILES = /design/flow/design.v
export SDC_FILE = /design/flow/constraint.sdc
export NUM_CORES = 4
export LEC_CHECK = 1
export CORE_UTILIZATION = 30
File: ./run.sh
#!/bin/bash
# OpenROAD 26Q1-2900-gdf79404cd8, Yosys 0.63+post, stock flow scripts
make -C /OpenROAD-flow-scripts/flow DESIGN_CONFIG=/design/flow/config.mk WORK_HOME=/design/flow/orfs finish
==> impl_metrics.csv <==
group,metric,value,unit
setup_path,cp_max_fo,43,
synthesis,ys_seq_frac,0,
final_layout,flop_area,0,um^2
flow_run,tool_warnings,76,
grt,grt_usage,0.292,
cts,post_cts_buffers,0,
synthesis,synthDistinctLibCells,114,
power,p_int,0.619,mW
setup_path,endpoint_kind,"output pin",
power,irDropWorstVdd,0.0000886,V
route,route.met3.wl,51.7,mm
floorplanning,core,0.346,mm^2
floorplanning,placementRows,216,
floorplanning,die-height,592,um
floorplanning,dieWidth,592,um
timing,period_minus_slack,297870,ps
route,drt_wl_total,503,mm
timing,fmax,0.00336,GHz
timing,slew_violations,0,
hold_path,hold_path_class,"in2out",
setup_path,crit_type,"in2out",
setup_path,critPathSlowestCell,"o221ai_1",
setup_path,critPathMaxStageDelay,780,ps
synthesis,synth_top_cell_by_area,"fa_1",
synthesis,synth.most_common_cell,"nand2_1",
setup_path,worst_ep_arrival_time,197670,ps
route,dr.pass1.iters,8,
setup_path,startpoint_type,"primary input",
power,p_sw_frac,0.662,
synthesis,synth_warnings,0,
flow_run,maxCapViolations,0,
route,post-route-drc-count,0,
placement,place.port_buffers,116,
power,p_leak,52.5,nW
cts,holdBufCountCts,0,
power,p_switching,1.21,mW
route,wl_met1,202,mm
placement,hpwl,404,mm
cts,cts-resized-gates,0,
final_layout,areaGrowthSynthToFinish,7.92,%
setup_path,critical_path.most_common_cell,"ha_1",
synthesis,top_cells_by_count,"1939 x nand2_1, 1418 x inv_1, 1414 x nor2_1",
synthesis,synth.top_cell.area_share,0.208,
route,highest_layer,"met5",
timing,setup_viol,0,
setup_path,path_delay_family,"AND-OR/OR-AND gates",
hold_path,hold_end,"csr_write",
timing,worstMarginPinSlew,1340,ps
floorplanning,die_area,0.350,mm^2
grt,first_global_vias,103000,
synthesis,ys_cells,14400,
setup_path,required,400800,ps
final_layout,fillers,37000,
route,wl_per_cell,26.5,um
final_layout,post-route-util,0.325,
setup_path,path_depth,343,
timing,finalHoldViolCount,0,
timing,timing.final.ws_setup,203130,ps
status,status,"completed",
hold_path,min_from,"alu_control[0]",
route,routed-wl-met2,214,mm
floorplanning,floorplan.core_util,0.302,
synthesis,synth_chip_area,0.104,mm^2
timing,relSlewSlack,0.0809,
timing,rsz0062_at_grt,"false",
route,ant_nets,0,
hold_path,min_delay_path_depth,0,
placement,post-place-ws,206660,ps
timing,tns,0,ps
grt,antenna_found_initial,55,
timing,finalClockPeriodUsage,0.595,
synthesis,postSynthCellCount,14400,
final_layout,comb_area,0.0970,mm^2
final_layout,drive_gt1_frac,0.0666,
synthesis,syn_area,0.104,mm^2
final_layout,flops,0,
power,powerDensity,16.3,mW/mm^2
route,via_per_inst,5.72,
route,drtIter0Drc,9884,
grt,grt_start_max_net_pins,92,
floorplanning,ioPinCount,120,
setup_path,critPathBufInv,36,
route,via_count,109000,
placement,place.gp.congestion,1.11,
grt,grt_overflow,0,
synthesis,top_cells_by_area,"fa_1 21%, ha_1 16%, nand2_1 7.0%",
synthesis,syn_area_per_cell,7.26,um^2
grt,grt_pass1_wl,725,mm
final_layout,clockBufferCount,0,
placed cells by master, fill, tap and decap left out, types with 145 or more instances in the layout:
| cell type | synthesis | routed |
|---|---|---|
| a21o_1 | 344 | 344 |
| inv_1 | 1418 | 1406 |
| a21oi_1 | 899 | 894 |
| nand2_1 | 1939 | 1939 |
| nor2_1 | 1414 | 1409 |
| ha_1 | 1347 | 1347 |
| buf_4 | 5 | 475 |
| xnor2_1 | 613 | 595 |
| o21ai_0 | 682 | 679 |
| fa_1 | 1086 | 1085 |
| or3_1 | 153 | 153 |
| nor3_1 | 371 | 367 |
| xor2_1 | 325 | 325 |
| a31oi_1 | 146 | 145 |
| nand3_1 | 311 | 311 |
| o21a_1 | 266 | 266 |
per-stage QoR:
stage | hold slack, ps | power [mW] | std cells | area (um^2)
final | 200400 | 1.83 | 19000 | 113000
after global routing | 200400 | 1.91 | 18900 | 113000
after CTS | 200400 | 1.74 | 18900 | 113000
after detailed placement | 200400 | 1.73 | 18900 | 113000
after global placement | 200400 | 1.74 | 18900 | 113000
after floorplan | 200470 | 0.955 | 14400 | 104000
per-layer routing:
layer	global-route usage	vias to the layer above
li1	-	50100
met2	0.433	5059
met3	0.0821	1024
met4	0.161	40
met5	0.00122	-
met1	0.386	52300
cell families after synthesis:
family	count (synthesis)	share of synthesized area
buffers and inverters	2062	0.0748
AND/OR/NAND/NOR	5098	0.221
AND-OR/OR-AND	3594	0.229
adder cells (fa/ha/maj)	2433	0.370
XOR/XNOR	938	0.0787
multiplexers	260	0.0270
power groups by stage:
stage | combinational, mW | clock (mW) | sequential, mW
5_1_grt | 1.91 | 0.00000000140 | 0
4_1_cts | 1.74 | 0 | 0
area by class of cell:
cell class,instances,area share
Multi-Input combinational cell,12300,0.860
Antenna cell,31,0.000688
Timing Repair Buffer,590,0.0397
Tap cell,4578,0.0508
Inverter,1447,0.0483
worst max-delay path by stage:
stage / start / to / slack [ps]
final: op2[7] / alu_res[29] / 203130
after CTS: op2[7] / alu_res[29] / 206290
after global routing: op2[27] / alu_res[31] / 198800
Power is estimated from default activity; no workload was simulated.
