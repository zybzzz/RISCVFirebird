==> flow/design.v <==
module fb_regfile (
  input clk,
  input reset,
  input [4:0] raddr1,
  input [4:0] raddr2,
  input we,            
  input [4:0] waddr,
  input [32-1:0] wdata,
  output [32-1:0] rdata1,      
  output [32-1:0] rdata2
);
reg [32-1:0] reg_array[31:0];
integer i;
always @(posedge clk ) begin
  if(reset == 1) begin
    for (i = 1; i < 32; i = i + 1) begin
      reg_array[i] <= 32'b0;
    end
  end
  else
    if(we == 1 && waddr != 5'b0) reg_array[waddr] <= wdata;
end
assign rdata1 = (raddr1 == 0) ? 32'b0 :
                (we == 1 && raddr1 == waddr) ? wdata :
                reg_array[raddr1];
assign rdata2 = (raddr2 == 0) ? 32'b0 :
                (we == 1 && raddr2 == waddr) ? wdata :
                reg_array[raddr2];
endmodule
==> flow/run.sh <==
#!/bin/bash
# OpenROAD 26Q1-2900-gdf79404cd8, Yosys 0.63+post, stock flow scripts
make -C /OpenROAD-flow-scripts/flow DESIGN_CONFIG=/design/flow/config.mk WORK_HOME=/design/flow/orfs finish
==> flow/config.mk <==
export PLATFORM = sky130hd
export DESIGN_NAME = fb_regfile
export DESIGN_NICKNAME = fb_regfile
export VERILOG_FILES = /design/flow/design.v
export SDC_FILE = /design/flow/constraint.sdc
export NUM_CORES = 4
export LEC_CHECK = 1
export CORE_UTILIZATION = 30
==> flow/constraint.sdc <==
current_design fb_regfile

set clk_period 14.6
set clk_io_pct 0.2

create_clock -name clk0 -period $clk_period [get_ports {clk}]

set non_clock_inputs [all_inputs -no_clocks]
set_input_delay [expr $clk_period * $clk_io_pct] -clock clk0 $non_clock_inputs
set_output_delay [expr $clk_period * $clk_io_pct] -clock clk0 [all_outputs]
==> impl_metrics.toml <==
# physical design summary
[worst_setup_path]
cp-end-kind = "output pin"
crit_required_ns = 11.68
start_kind = "input port"
cp.arrival_ns = 7.08
critPathMaxFanout = 48
setup.worst_path.class = "input port to output pin"

[synthesis]
synth.avg_cell_area_um2 = 14.6
synth.yosys.chip_area_um2 = 54700
syn_inst = 3741
dominantRegCellSynth = "edfxtp_1"
synth_cell_types = 51
ys_seq_share_pct = 56.2
syn_area_um2 = 54700
synthArstFlopShare_pct = 0
ys.flops = 1024
yosys_warnings = 1
yosysCellCount = 3741
edf_count = 1024

[sta]
worstMarginPinSlew_ns = 1.03
finalHoldViolations = 0
setup_slack_ns = 4.60
finalMaxSlewViolations = 0
setup_viol_count_final = 0
fin_crit_sh_pct = 68.5
grt_setup_unrepaired = "false"
fmax_mhz = 100
whs_ns = 3.00
setup_tns_ns = 0
slew_headroom_pct = 31.2
finalCriticalPeriod_ns = 10.0

[cts]
cts_max_path_buffers = 3
cts.sinks = 1024
path_clk_slew_ns = 0.06
cts-buffers-inserted = 109
h-tree-depth = 3
cts_resized = 0
postCtsSetupRepairBufs = 0
root_buffer = "clkbuf_16"
cts_tree = "built"
hold_buffers = 0

[cells_and_area]
biggestRegsByFlops = "reg_array (1024)"
layout.cells.non_filler = 6221
final_common_cell = "edfxtp_1"
final_cell_mix = "edfxtp_1, and2_1, mux4_2"
largest_register_ff_count = 1024
regMostFlops = "reg_array"
area_growth_pct = 13.8
fin_util_pct = 34.4
fin_area_um2 = 62300
final_layout_size_suffix_gt1_share_pct = 21.4
fillCellCount = 16900

[route]
vias = 35100
finalWirelength_um = 205000
wl_per_cell_um = 32.9
top_layer = "met5"
drt_iter0_markers = 2492
dr.pass1.iters = 6
wl_met1_um = 62500
remaining_drc_errors = 0
routed_via_density = 5.64
ant_nets = 0
wl_met2_um = 93200
routed-wl-met3_um = 35300

[place]
gp_congestion = 0.920
io_buffers = 113
place_hpwl_um = 120000
place_area_um2 = 58800
pre_cts_slack_ns = 4.64
dp.cells = 6016

[floorplan]
fp_util_pct = 30.2
row_count = 156
chipArea_um2 = 184000
die_h_um = 429
die_w_um = 429
core_um2 = 181000
io_pins = 114

[global_routing]
grt_pass1_wl_um = 286000
antenna_found_initial = 13
grt_pass1_vias = 37600
grt_overflow = 0
grt_start_max_net_pins = 79
grt_util_all_layers_pct = 23.6

[min_path]
whs_path_depth = 2
hp-class = "input port to flip-flop"
min_from = "wdata[29]"
hold_end = "reg_array[0][29]"

[power_and_ir_drop]
finalPower_mw = 7.16
powerDensity_nw_per_um2 = 115
leakage_nw = 21.4
peakVddDrop_uv = 90.3

[flow_run]
warnings = 26
cap_viol_max_count = 0

[status]
outcome = "finished, final reports clean"
-- worst max-delay path by stage --
stage / start / to / depth (start not counted)
after CTS: raddr2[0] / rdata2[9] / 9
after global routing: raddr2[0] / rdata2[9] / 9
final: raddr2[0] / rdata2[9] / 9
-- cell usage after synthesis, drive strengths merged, types with 41 or more instances --
library cell / count / area, µm²
a21oi: 78 / 390
o22ai: 41 / 257
mux4: 388 / 8740
clkbuf: 302 / 1130
a22oi: 133 / 998
nor2: 45 / 169
mux2i: 281 / 2810
edfxtp: 1024 / 30700
o221ai: 42 / 368
buf: 112 / 631
and2: 996 / 6230
a22o: 55 / 482
-- area by class of cell --
cell class	instances	area, µm²	area share, %
clock buffers	127	2800	4.49
clock inverters	67	674	1.08
multi-input cells	2332	22600	36.3
flip-flops and latches	1024	30700	49.4
well taps	2370	2970	4.76
repair buffers	288	2460	3.94
diodes	11	27.5	0.0442
inverters	2	7.51	0.0121
-- worst max-delay path, cell delays in order --
cell	delay (ns)
buf_8	0.47
buf_4	0.59
buf_4	0.67
mux4_2	0.58
a22o_1	0.26
a2111oi_0	0.59
a21oi_1	0.20
a22o_1	0.26
clkdlybuf4s50_1	0.41
-- power by group --
part | leakage (nW) | switching (mW) | internal, mW | total [mW]
clock network | 1.70 | 1.20 | 1.57 | 2.77
registers | 9.75 | 0.0752 | 3.40 | 3.47
logic | 9.96 | 0.541 | 0.378 | 0.919
total | 21.4 | 1.82 | 5.35 | 7.16
-- metal layers --
| layer | GRT usage [%] | up-vias |
|---|---|---|
| li1 | - | 14500 |
| met5 | 2.50 | - |
| met1 | 24.4 | 17200 |
| met3 | 17.7 | 641 |
| met2 | 34.8 | 2757 |
| met4 | 11.6 | 28 |
-- cell families (layout without fill, tap and decap cells) --
family,Yosys count,count (layout),share of synthesized area (%)
simple gates,1147,1147,12.7
compound gates,469,469,6.45
xor+xnor,10,10,0.160
other cells,1,43,0.00685
mux,674,674,21.2
flops,1024,1024,56.2
buf+inv,416,484,3.24
Power and IR drop assume default switching activity.
