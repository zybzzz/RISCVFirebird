**design.v**
```verilog
module firebird_regfile (
  input clk,
  input reset,
  input [4:0] raddr1,
  input [4:0] raddr2,
  input we,            
  input [4:0] waddr,
  input [32-1:0] wdata,
  output [32-1:0] rdata1,
  output [32-1:0] rdata2
);
reg [32-1:0] reg_array[31:0];
integer i;
always @(posedge clk ) begin
  if(reset == 1) begin
    for (i = 1; i < 32; i = i + 1) begin
      reg_array[i] <= 32'b0;
    end
  end
  else
    if(we == 1) reg_array[waddr] <= wdata;
end
assign rdata1 = (raddr1 == 5'b0) ? 5'b0 : reg_array[raddr1]; 
assign rdata2 = (raddr2 == 5'b0) ? 5'b0 : reg_array[raddr2]; 
endmodule
```
**run.sh**
```bash
#!/bin/bash
# OpenROAD 26Q1-2900-gdf79404cd8, Yosys 0.63+post, stock flow scripts
make -C /OpenROAD-flow-scripts/flow DESIGN_CONFIG=/design/flow/config.mk WORK_HOME=/design/flow/orfs finish
```
**config.mk**
```make
export PLATFORM = sky130hd
export DESIGN_NAME = firebird_regfile
export DESIGN_NICKNAME = firebird_regfile
export VERILOG_FILES = /design/flow/design.v
export SDC_FILE = /design/flow/constraint.sdc
export NUM_CORES = 4
export LEC_CHECK = 1
export CORE_UTILIZATION = 30
```
**constraint.sdc**
```tcl
current_design firebird_regfile

set clk_period 9.3
set clk_io_pct 0.2

create_clock -name clk0 -period $clk_period [get_ports {clk}]

set non_clock_inputs [all_inputs -no_clocks]
set_input_delay [expr $clk_period * $clk_io_pct] -clock clk0 $non_clock_inputs
set_output_delay [expr $clk_period * $clk_io_pct] -clock clk0 [all_outputs]
```
==> run_results.csv <==
group,metric,value,unit
clock_network,clkTransAtPathRegs,60,ps
power,power.share.clock,0.380,
sta,slew_headroom,0.09203,
clock_network,cts_tree,"yes",
clock_network,cts_hold_buffers,0,
synthesis,syn_inst,3505,
grt,grt_max_degree,98,
synthesis,ys.flops,1024,
synthesis,yosysTopAreaCellShare,0.5675,
setup_path,crit_fanout,51,
sta,tightest_slew,1328,ps
grt,overflow,0,
finish,final_util,0.3439,
flow_run,maxCapViolCount,0,
floorplan,row_count,155,
grt,grt_pass1_vias,34850,
synthesis,yosys.area.top_type,"edfxtp_1",
floorplan,die_h,427.0,µm
synthesis,ys_seq_frac,0.5675,
floorplan,pin_count,114,
setup_path,crit_type,"input port to output pin",
synthesis,edf_count,1024,
drt,drt_iter0_markers,2143,
setup_path,critPathSlowestCell,"a2111oi_0",
outcome,outcome,"completed",
sta,setup_slack,1665,ps
grt,grt_pass1_wl,256.9,mm
sta,setup_viol,0,
drt,wirelength,182.0,mm
floorplan,die_w,427.0,µm
synthesis,ff_type,"edfxtp_1",
finish,drive_above_1_share,0.2505,
power,p_leak,20.63,nW
floorplan,initCoreUtil,0.3027,
setup_path,crit_chain,"buf_8 -> buf_4 -> mux4_2 -> a22o_1 -> a2111oi_0 -> buf_4 -> nor3_1 -> clkdlybuf4s50_1",
power,seqPwrFrac,0.495,
power,p_switching,2.731,mW
clock_network,ctsRootBufferMaster,"clkbuf_16",
finish,final_cell_area,61560,µm²
finish,reg_top3,"reg_array x1024",
drt,antenna_left,0,
grt,antenna_found_initial,11,
min_path,hp-class,"input port to flip-flop",
setup_path,critPathCaptureType,"output pin",
power,p_per_area,178.8,nW/µm²
synthesis,netlist_area,54180,µm²
placement,postPlaceCellArea,58190,µm²
power,p_sw_frac,0.2481,
clock_network,cts_num_sinks,1024,
setup_path,path_common_cell,"buf_4",
setup_path,worstPathRequired,7440,ps
setup_path,cpPeakStageDelay,970,ps
power,p_int,8.275,mW
setup_path,worst_setup_path_start_kind,"input port",
power,peakVddDrop,0.0001694,V
drt,num_vias,32360,
sta,period_needed,7635,ps
synthesis,most_common_cell,"edfxtp_1",
finish,n_fill_cell,16670,
synthesis,yosys_warnings,1,
sta,slew_violations,0,
drt,detail_route.wl_per_cell,30.47,µm
clock_network,cts_max_path_buffers,3,
floorplan,die-area,182300,µm²
floorplan,core,179000,µm²
sta,finalCritPeriodShare,0.8210,
finish,top_register,"reg_array",
finish,largest_reg_flops,1024,
synthesis,syn_area_per_cell,15.46,µm²
drt,drc,0,
synthesis,yosys-stat-area,54180,µm²
placement,place_congestion,0.8937,
clock_network,post_cts_buffers,0,
sta,rsz0062_at_grt,"false",
synthesis,synthArstFlopShare,0,
clock_network,cts-resized-gates,0,
synthesis,yosysCellCount,3505,
drt,vias_per_cell,5.419,
synthesis,yosys-top-cells-count,"edfxtp_1 (1,024), and2_1 (995), mux4_2 (468)",
placement,post-place-ws,1552,ps
flow_run,tool_warnings,26,
clock_network,cts_buffers,109,
placement,dp_hpwl,108.4,mm
sta,clock.fmax,0.1310,GHz
drt,dr.pass1.iters,6,
finish,syn2layout_area_growth,13.62,%
grt,grtUsageTotal,0.2135,
power,power.total,11.01,mW
clock_network,h-tree-depth,3,
power,combPwrFrac,0.125,
sta,finalSetupTns,0,ps
setup_path,worstPathArrival,5770,ps
synthesis,synth_cell_types,44,
synthesis,topCellsByArea,"edfxtp_1 (57%), mux4_2 (19%), and2_1 (11%)",
sta,hold_violations,0,
min_path,hold_path_depth,2,
placement,port_buffers,113,
## layout make-up
type                    count  area [µm²]  share of cell area
clock inverters            60       519.2            0.008435
well taps                2355        2947             0.04786
repair buffers            292        2592             0.04211
inverters                   2       7.507           0.0001219
clock buffers             140        2844             0.04620
diodes                      4       10.01           0.0001626
multi-input cells        2095       21890              0.3556
flip-flops and latches   1024       30750              0.4995
## logic make-up after synthesis
group | count (synthesis) | share of synthesized area
multiplexers | 658 | 0.2304
flip-flops | 1024 | 0.5675
AND/OR/NAND/NOR | 1173 | 0.1326
AND-OR/OR-AND | 264 | 0.03649
buffers and inverters | 386 | 0.03302
## stage by stage
stage	hold slack [ps]	std cells
after detailed placement	2715	5768
after global routing	1977	5968
after CTS	1933	5968
after floorplan	1959	3505
after global placement	2717	5768
final	1986	5972
## power groups by stage
stage	Sequential [mW]	Clock, mW	Combinational [mW]
global route	5.47	4.41	1.44
CTS	5.44	4.24	1.39
finish	5.44	4.18	1.38
## final timing paths
kind | startpoint | to | slack, ps
worst max-delay path | raddr2[0] | rdata2[18] | 1670
worst min-delay path | wdata[13] | reg_array[0][13]$_DFFE_PP_ | 1990
## layer usage
| metal | GRT usage | wire length, µm | vias to the layer above |
|---|---|---|---|
| met3 | 0.1254 | 25260 | 431 |
| met2 | 0.3326 | 87890 | 2310 |
| met4 | 0.09310 | 10300 | 6 |
| met5 | 0.002381 | 86 | - |
| met1 | 0.2382 | 58430 | 15970 |
| li1 | - | - | 13640 |
## placed cells by master, fill, tap and decap left out, types with 4 or more instances in the layout
master and count:
a2111oi_0 47, a21oi_1 12, nor2b_1 7, clkbuf_1 31, a211oi_1 4, mux4_2 468
nor2_2 6, o22ai_1 105, a22o_1 53, o211a_1 4, nor2_1 6, nand3b_1 6
diode_2 4, nand2_1 9, bufinv_16 7, buf_4 171, mux2_2 32, or2_2 33
a22oi_1 17, mux2i_1 158, o21ai_1 4, a32o_1 4, clkinv_1 26, nand2b_1 6
nand3_1 4, buf_12 9, clkbuf_16 109, nor2_4 27, a2111oi_1 6, nor4_1 4
nor3_1 55, clkdlybuf4s50_1 105, edfxtp_1 1024, and2_1 994, a221oi_1 5, clkinv_2 19
## critical path, delay by kind of cell
family | cells | cell delay, ps
buffers and inverters | 4 | 1930
AND/OR/NAND/NOR | 1 | 100
multiplexers | 1 | 580
AND-OR/OR-AND | 2 | 1250
No activity file was given, so power comes from the tool's default toggle rates.
